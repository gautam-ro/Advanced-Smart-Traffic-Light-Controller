==> /design/flow/design.v <==
`timescale 1ns / 1ps
module smart_traffic_controller(
            input clk,
            input rst,
            output reg [1:0] TL1,
            output reg [1:0] TL2,
            output reg [1:0] TL3,
            output reg [1:0] TL4
);
    reg state;
    reg [3:0] timer;
    parameter RED = 2'b00;  
    parameter GREEN = 2'b01;  
    always @(posedge clk or posedge rst) begin
        if (rst) begin
            state <= 0;
            timer <= 0;
        end else begin
            if (timer == 10) begin
                state <= ~state;
                timer <= 0;
            end else begin
                timer <= timer + 1;
            end
        end
    end
    always @(*) begin
        case(state)
            0: begin   
                TL1 = GREEN;
                TL3 = GREEN;
                TL2 = RED;
                TL4 = RED;
            end
            1: begin   
                TL2 = GREEN;
                TL4 = GREEN;
                TL1 = RED;
                TL3 = RED;
            end
        endcase
    end
endmodule
==> /design/flow/run.sh <==
#!/bin/bash
# OpenROAD 26Q1-2900-gdf79404cd8, Yosys 0.63+post, stock flow scripts
make -C /OpenROAD-flow-scripts/flow DESIGN_CONFIG=/design/flow/config.mk WORK_HOME=/design/flow/orfs finish
==> /design/flow/config.mk <==
export PLATFORM = sky130hd
export DESIGN_NAME = smart_traffic_controller
export DESIGN_NICKNAME = smart_traffic_controller
export VERILOG_FILES = /design/flow/design.v
export SDC_FILE = /design/flow/constraint.sdc
export NUM_CORES = 4
export LEC_CHECK = 1
export CORE_AREA = 10 10 70 70
export DIE_AREA = 0 0 80 80
==> /design/flow/constraint.sdc <==
current_design smart_traffic_controller

set clk_period 1.4
set clk_io_pct 0.2

create_clock -name clk0 -period $clk_period [get_ports {clk}]

set non_clock_inputs [all_inputs -no_clocks]
set_input_delay [expr $clk_period * $clk_io_pct] -clock clk0 $non_clock_inputs
set_output_delay [expr $clk_period * $clk_io_pct] -clock clk0 [all_outputs]
==> node_exporter_impl.prom <==
# HELP chip_impl_metric Yosys and OpenROAD flow results
# TYPE chip_impl_metric gauge
chip_impl_info{name="worst_hold_path_type",value="in -> async"} 1
chip_impl_metric{name="clock_buffer_count_from_cts",unit=""} 3
chip_impl_metric{name="setup_slack",unit="ps"} 67.0
chip_impl_info{name="sequence_of_cells_on_the_critical_path",value="clkdlybuf4s50_1"} 1
chip_impl_info{name="root_buffer",value="clkbuf_4"} 1
chip_impl_metric{name="finalHoldViolCount",unit=""} 0
chip_impl_metric{name="placedCellCount",unit=""} 74
chip_impl_metric{name="grt_pass1_wl",unit="um"} 703
chip_impl_metric{name="pre_cts_ws",unit="ps"} 184
chip_impl_metric{name="first_global_vias",unit=""} 177
chip_impl_metric{name="r2r_cells",unit=""} 3
chip_impl_metric{name="arrival",unit="ps"} 1050
chip_impl_metric{name="finalWorstPathRequiredPeriod",unit="ps"} 1330
chip_impl_metric{name="timing.max_cap.violations",unit=""} 0
chip_impl_info{name="criticalPathCategory",value="reg -> out"} 1
chip_impl_metric{name="warnings",unit=""} 25
chip_impl_metric{name="chipArea",unit="um^2"} 6400
chip_impl_metric{name="synth-edff-count",unit=""} 0
chip_impl_metric{name="post-route-period-util",unit="%"} 95.2
chip_impl_metric{name="htree_depth",unit=""} 1
chip_impl_metric{name="synth-warning-count",unit=""} 1
chip_impl_metric{name="initial_utilization",unit="%"} 7.99
chip_impl_metric{name="gpl.final_weighted_congestion",unit=""} 0.735
chip_impl_metric{name="fin_setup_tns",unit="ps"} 0
chip_impl_metric{name="post_synth_instance_area",unit="um^2"} 273
chip_impl_metric{name="peakVddDrop",unit="V"} 0.000128
chip_impl_metric{name="num_antenna_cells",unit=""} 0
chip_impl_metric{name="all_layer_global_routing_usage",unit="%"} 1.30
chip_impl_metric{name="hold_buffers",unit=""} 0
chip_impl_metric{name="synth_cell_type_count",unit=""} 14
chip_impl_metric{name="detail-route-antenna-nets",unit=""} 0
chip_impl_metric{name="yosys_register_bits",unit=""} 5
chip_impl_info{name="critPathCaptureType",value="output port"} 1
chip_impl_metric{name="io-pin-count",unit=""} 10
chip_impl_metric{name="postSynthCellCount",unit=""} 27
chip_impl_metric{name="buffers_plus_inverters_on_the_worst_setup_path",unit=""} 1
chip_impl_metric{name="vias",unit=""} 179
chip_impl_metric{name="clock-skew-final",unit="ps"} 3.14
chip_impl_info{name="synth.area.top_cells",value="dfrtp_1 46%, buf_4 19%, xnor2_1 6.4%"} 1
chip_impl_metric{name="avgViaCountPerCell",unit=""} 2.24
chip_impl_metric{name="clkSlewWorstSetupHoldPaths",unit="ps"} 40
chip_impl_info{name="setup.worst_path.start_class",value="flop"} 1
chip_impl_metric{name="p_total",unit="mW"} 0.316
chip_impl_metric{name="async_set_or_reset_register_ratio_after_synthesis",unit="%"} 100
chip_impl_info{name="r2r-end",value="timer[1]$_DFF_PP0_"} 1
chip_impl_metric{name="place_hpwl",unit="um"} 338
chip_impl_metric{name="io_buffer_count",unit=""} 5
chip_impl_info{name="post-synth-top-area-cell",value="dfrtp_1"} 1
chip_impl_metric{name="grt_max_degree",unit=""} 8
chip_impl_metric{name="synth.yosys.seq_area_share",unit="%"} 45.9
chip_impl_metric{name="floorplan.die.width",unit="um"} 80
chip_impl_metric{name="yosys_area",unit="um^2"} 273
chip_impl_metric{name="power.density_cell_area",unit="nW/um^2"} 830
chip_impl_metric{name="drive_gt1_share",unit="%"} 20.6
chip_impl_metric{name="finalSetupViolCount",unit=""} 0
chip_impl_info{name="cpMaxStageDelayCell",value="clkdlybuf4s50_1"} 1
chip_impl_metric{name="finalNonFillerCells",unit=""} 80
chip_impl_metric{name="routedWlPerCell",unit="um"} 5.36
chip_impl_info{name="cts_tree",value="yes"} 1
chip_impl_metric{name="synth-cells-yosys",unit=""} 27
chip_impl_metric{name="power_leakage",unit="nW"} 0.175
chip_impl_metric{name="remaining_drc_errors",unit=""} 0
chip_impl_metric{name="timing.critical_path.fanout_max",unit=""} 3
chip_impl_metric{name="wirelength",unit="um"} 429
chip_impl_metric{name="drt_iter0_markers",unit=""} 4
chip_impl_info{name="status",value="complete, no violations"} 1
chip_impl_metric{name="synthToLayoutAreaGrowth",unit="%"} 39.4
chip_impl_metric{name="syn_area_per_cell",unit="um^2"} 10.1
chip_impl_metric{name="reg2reg_setup_slack",unit="ps"} 290
chip_impl_metric{name="cts_num_sinks",unit=""} 5
chip_impl_metric{name="maxSlewViolCount",unit=""} 0
chip_impl_metric{name="max_freq",unit="MHz"} 750
chip_impl_metric{name="fp.dieH",unit="um"} 80
chip_impl_metric{name="antenna_found_initial",unit=""} 0
chip_impl_info{name="synthTopCellsByCount",value="7 x buf_4, 5 x dfrtp_1, 3 x inv_1"} 1
chip_impl_metric{name="globalRoute.totalOverflow",unit=""} 0
chip_impl_metric{name="clock_insertion_delay_worst_skew",unit="ps"} 240
chip_impl_metric{name="critPathRequiredTime",unit="ps"} 1120
chip_impl_info{name="rr_startpoint",value="timer[2]$_DFF_PP0_"} 1
chip_impl_metric{name="fp.coreArea",unit="um^2"} 3420
chip_impl_metric{name="cpPeakStageDelay",unit="ps"} 470
chip_impl_metric{name="fillerInstances",unit=""} 395
chip_impl_info{name="dominantRegCellSynth",value="dfrtp_1"} 1
chip_impl_metric{name="rows",unit=""} 21
chip_impl_info{name="critical-path-top-delay-family",value="buffers and inverters"} 1
chip_impl_metric{name="yosysTopAreaCellShare",unit="%"} 45.9
chip_impl_metric{name="drtPass1Iterations",unit=""} 2
chip_impl_metric{name="ctsLongestPathBuffers",unit=""} 2
chip_impl_info{name="unrepaired_setup_endpoints_after_global_routing",value="false"} 1
chip_impl_info{name="post-synth-top-count-cell",value="buf_4"} 1
[what timing repair did]
item                       CTS  global route
setup endpoints to repair    4             2
pin swaps                    0             0
setup buffers                1             1
hold endpoints to repair     0             0
gates resized                2             1
[where the power goes]
part | internal [mW] | leakage [nW] | switching (mW)
Combinational | 0.00261 | 0.0948 | 0.00331
Clock | 0.108 | 0.0150 | 0.0571
Sequential | 0.145 | 0.0653 | 0
Total | 0.255 | 0.175 | 0.0604
[how the worst max path moves through the flow]
stage | from | depth (start not counted) | slack [ps] | end
CTS | state$_DFFE_PP0N_ | 1 | 10 | TL4[0]
global route | state$_DFFE_PP0N_ | 1 | 20 | TL2[0]
finish | state$_DFFE_PP0N_ | 1 | 70 | TL2[0]
[worst register-to-register path, stage by stage, from the launching register on]
cell and delay (ps):
dfrtp_1 400, nor2b_1 260, nor2_1 80, mux2_4 260
[metal layers]
layer	global-route usage, %	part of all wire [%]	vias to the layer above
li1	-	-	88
met1	1.68	53	80
met2	1.52	34	11
met3	1.02	12	0
met4	0.528	0	0
met5	0	0	-
[cells by family after synthesis]
logic type      share of synthesized area (%)
compound gates                           7.79
xor+xnor                                 6.42
buf+inv                                  23.4
flops                                    45.9
mux                                      5.50
other cells                              1.37
simple gates                             9.63
[area by class of cell]
cell class / instances / area [um^2] / share of cell area [%]
clock buffers: 4 / 26.3 / 6.91
inverters: 3 / 11.3 / 2.96
multi-input cells: 15 / 95.1 / 25.0
flip-flops and latches: 5 / 125 / 32.9
well taps: 46 / 57.6 / 15.1
repair buffers: 7 / 65.1 / 17.1
[cell usage in the layout, fill, tap and decap left out]
cell type        netlist  routed
nor2_1                 1       1
mux2_4                 1       1
nand2_1                1       1
nor3_1                 1       1
clkbuf_1               0       1
xnor2_1                2       2
a221o_2                1       1
dlymetal6s2s_1         0       1
nor2b_1                1       1
clkbuf_4               0       3
conb_1                 1       4
buf_4                  7       2
clkdlybuf4s50_1        0       2
o21ai_0                1       1
inv_1                  3       3
nand3b_1               1       1
dlygate4sd2_1          0       2
dfrtp_1                5       5
a21oi_1                1       1
[per-stage QoR]
| stage | area (um^2) | hold slack, ps | util, % |
|---|---|---|---|
| floorplan | 284 | 58.5 | - |
| global placement | 339 | 483 | 9.93 |
| detailed placement | 339 | 490 | 9.93 |
| CTS | 370 | 236 | 10.8 |
| global route | 380 | 250 | 11.1 |
| finish | 380 | 236 | 11.1 |
[state kept, by name, summed over array words and instances, names as in the netlist]
register  flops
timer         4
state         1
Power figures rest on the tool's default switching activity, not on a simulated workload.
